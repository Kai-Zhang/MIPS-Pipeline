--- flow/run.sh ---
#!/bin/bash
# OpenROAD 26Q1-2900-gdf79404cd8, Yosys 0.63+post, stock flow scripts
make -C /OpenROAD-flow-scripts/flow DESIGN_CONFIG=/design/flow/config.mk WORK_HOME=/design/flow/orfs finish
--- flow/config.mk ---
export PLATFORM = sky130hd
export DESIGN_NAME = ALU_Mux
export DESIGN_NICKNAME = ALU_Mux
export VERILOG_FILES = /design/flow/design.v
export SDC_FILE = /design/flow/constraint.sdc
export NUM_CORES = 4
export LEC_CHECK = 1
export CORE_AREA = 10 10 120 120
export DIE_AREA = 0 0 130 130
--- flow/constraint.sdc ---
current_design ALU_Mux

set clk_period 4.7
set clk_io_pct 0.2

create_clock -name clk0 -period $clk_period

set non_clock_inputs [all_inputs -no_clocks]
set_input_delay [expr $clk_period * $clk_io_pct] -clock clk0 $non_clock_inputs
set_output_delay [expr $clk_period * $clk_io_pct] -clock clk0 [all_outputs]
--- flow/design.v ---
module Op_Decoder (
	input [3:0] ALU_op,
	output [2:0] ALU_ctr
);
	assign ALU_ctr[2] = (~ALU_op[1] & ~ALU_op[3]) | (ALU_op[1] & ALU_op[3]) | (ALU_op[0] & ALU_op[2] & ~ALU_op[3]);
	assign ALU_ctr[1] = (~ALU_op[1] & ~ALU_op[2] & ~ALU_op[3]) | (~ALU_op[0] & ~ALU_op[2] & ALU_op[3]) |
								(~ALU_op[0] & ALU_op[1] & ALU_op[2]) | (ALU_op[1] & ALU_op[3]);
	assign ALU_ctr[0] = (~ALU_op[1] & ~ALU_op[2]) | (ALU_op[0] & ALU_op[2] & ~ALU_op[3]) | (ALU_op[1] & ALU_op[2] & ALU_op[3]);
endmodule
module Adder (
	input cin,
	input [31:0] data_a, data_b,
	output reg Carry,
	output Zero, Negative, Overflow,
	output reg [31:0] dout
);
	assign Overflow = ~data_a[31] & ~data_b[31] & dout[31] | data_a[31] & data_b[31] & ~dout[31];
	assign Negative = dout[31];
	assign Zero = (dout == 32'b0) ? 1'b1 : 1'b0;
	always @ (data_a or data_b or cin)
		{Carry, dout} = data_a + data_b + cin;
endmodule
module ALU_Mux (
	input [2:0] ctrl,
	input [255:0] din,
	output reg [31:0] dout
);
	always @ (ctrl or din)
		case (ctrl)
			3'd0: dout = din[31:0];
			3'd1: dout = din[63:32];
			3'd2: dout = din[95:64];
			3'd3: dout = din[127:96];
			3'd4: dout = din[159:128];
			3'd5: dout = din[191:160];
			3'd6: dout = din[223:192];
			3'd7: dout = din[255:224];
		endcase
endmodule
module Leading_Counter (
	input ext_in,
	input [31:0] din,
	output reg [31:0] dout
);
	wire [31:0] xor_out;
	assign xor_out = {32{ext_in}} ^ din;
	always @ (xor_out)
	begin
		if (xor_out[31] == 1'b1)
			dout = 32'd0;
		else if (xor_out[30] == 1'b1)
			dout = 32'd1;
		else if (xor_out[29] == 1'b1)
			dout = 32'd2;
		else if (xor_out[28] == 1'b1)
			dout = 32'd3;
		else if (xor_out[27] == 1'b1)
			dout = 32'd4;
		else if (xor_out[26] == 1'b1)
			dout = 32'd5;
		else if (xor_out[25] == 1'b1)
			dout = 32'd6;
		else if (xor_out[24] == 1'b1)
			dout = 32'd7;
		else if (xor_out[23] == 1'b1)
			dout = 32'd8;
		else if (xor_out[22] == 1'b1)
			dout = 32'd9;
		else if (xor_out[21] == 1'b1)
			dout = 32'd10;
		else if (xor_out[20] == 1'b1)
			dout = 32'd11;
		else if (xor_out[19] == 1'b1)
			dout = 32'd12;
		else if (xor_out[18] == 1'b1)
			dout = 32'd13;
		else if (xor_out[17] == 1'b1)
			dout = 32'd14;
		else if (xor_out[16] == 1'b1)
			dout = 32'd15;
		else if (xor_out[15] == 1'b1)
			dout = 32'd16;
		else if (xor_out[14] == 1'b1)
			dout = 32'd17;
		else if (xor_out[13] == 1'b1)
			dout = 32'd18;
		else if (xor_out[12] == 1'b1)
			dout = 32'd19;
		else if (xor_out[11] == 1'b1)
			dout = 32'd20;
		else if (xor_out[10] == 1'b1)
			dout = 32'd21;
		else if (xor_out[9] == 1'b1)
			dout = 32'd22;
		else if (xor_out[8] == 1'b1)
			dout = 32'd23;
		else if (xor_out[7] == 1'b1)
			dout = 32'd24;
		else if (xor_out[6] == 1'b1)
			dout = 32'd25;
		else if (xor_out[5] == 1'b1)
			dout = 32'd26;
		else if (xor_out[4] == 1'b1)
			dout = 32'd27;
		else if (xor_out[3] == 1'b1)
			dout = 32'd28;
		else if (xor_out[2] == 1'b1)
			dout = 32'd29;
		else if (xor_out[1] == 1'b1)
			dout = 32'd30;
		else if (xor_out[0] == 1'b1)
			dout = 32'd31;
		else
			dout = 32'd32;
	end
endmodule
module ALU (
	input [31:0] A_in, B_in,
	input [3:0] ALU_op,
	output Zero, Less, Overflow,
	output [31:0] ALU_out
);
	wire adder_overflow, adder_carry, adder_negative;
	wire [31:0] adder_out, se_out, slt_out, and_out, or_out, xor_out, lc_out;
	wire [2:0] alu_ctr;
	Adder adder (
		.cin (ALU_op[0]),
		.data_a (A_in),
		.data_b ({32{ALU_op[0]}} ^ B_in ),
		.dout (adder_out),
		.Zero (Zero),
		.Carry (adder_carry),
		.Negative (adder_negative),
		.Overflow (adder_overflow)
	);
	Y_Mux #(.DATA_WIDTH(1)) less_mux (
		.ctrl (ALU_op[0] & ALU_op[1] & ALU_op[2] & ~ALU_op[3]),
		.data_a (adder_overflow ^ adder_negative),
		.data_b (~adder_carry),
		.dout (Less)
	);
	Y_Mux se_mux (
		.ctrl (ALU_op[0]),
		.data_a ({{24{B_in[7]}}, B_in[7:0]}),
		.data_b ({{16{B_in[15]}}, B_in[15:0]}),
		.dout (se_out)
	);
	Y_Mux slt_mux (
		.ctrl (Less),
		.data_a (32'b0),
		.data_b (32'h1),
		.dout (slt_out)
	);
	Op_Decoder alu_controller (
		.ALU_op (ALU_op),
		.ALU_ctr (alu_ctr)
	);
	Leading_Counter lcz_counter (
		.ext_in (ALU_op[0]),
		.din (A_in),
		.dout (lc_out)
	);
	Mux_8Way rst_mux (
		.ctrl (alu_ctr),
		.din7 (adder_out),			 
		.din6 (se_out),				 
		.din5 (slt_out),				 
		.din4 (A_in & B_in),			 
		.din3 (~(A_in | B_in)),		 
		.din2 (A_in | B_in),			 
		.din1 (A_in ^ B_in),			 
		.din0 (lc_out),				 
		.dout (ALU_out)
	);
	assign Overflow = adder_overflow & ALU_op[1] & ALU_op[2] & ALU_op[3];
endmodule
==> run notes <==
yosys + openroad results -> Post-CTS Setup Inserts 0, Top area cell types a22oi_1 (18%), mux2_2 (14%), a21bo_2 (11%), GRT Total Usage 0.162, Slew @ Worst Pin 0.648 ns, Final Hold Violating Endpoints 0, initial antenna violation count 0, post-DR vias/cell 4.89, Storage cell area 0 um^2, Commonest cells post-synth a22oi_1 (53), nand2b_1 (32), nor2_1 (29), largest area contributor in the netlist a22oi_1, Avg Inst Size Synth 7.34 um^2, Post-CTS Resized 0, PwrDens 89.2 mW/mm^2, Area leader share 0.177, worst path arrival time 2.91 ns, chip area 0.0169 mm^2, filler instances 1187, DIE WIDTH 130 um, WL per Instance 20.6 um, status finished, final reports clean, synthesized area 0.00224 mm^2, Post-Route WL 14800 um, Final Max Slew Viols 0, Inserted Diodes 0, Clock buffer cells 0, PortBufs 291, logic area 0.00201 mm^2, largest net degree at the start of global routing 69, post-route insts no fill 716, Setup crit start kind primary input, Util after Layout 0.436, layout cell share with drive strength beyond 1 0.128, Core ar. 0.0119 mm^2, Detailed Routing Iterations Pass 1 4, hold-fix buffers at CTS 0, Log Warnings 32, Max Cap Viol 0, critical path fanouts, max 41, grt total ovfl 0, Fmax 260 MHz, GP Congestion 0.862, WS Path Type in2out, Post-synth seq share 0, Cell Rows 40, Cells after DPL 716, DRT iter0 DRCs 146, Area growth, synth to finish 131%, synth warn 1, vias in the first global route 3840, Max-Slew Margin vs Limit 0.568, critical path required time 3.76 ns, CP endpoint kind output port, fin crit share 0.819, die y size 130 um, registers 0, Leak 1.87 nW, num ports 291, VDD IR max 38.6 uV, Detail Route Antenna Nets 0, most common cell in the netlist a22oi_1, WHS 2.71 ns, unrepaired setup endpoints after global routing false, Vias 3502, endpoints failing setup 0, Chip Area, Yosys 0.00224 mm^2, hold crit path type in2out, first-pass GRT wire length 21500 um, Final Critical Period 3.85 ns, Cell Type Count 29, Yosys Instances 306, Mapped Cells 306, DRC errors left 0, DP HPWL 12400 um, fp util 0.188, Total Neg Setup Slack 0 ns
-- layer usage --
layer | global-route usage | up-vias | share of wire
met5 | 0 | - | 0
met4 | 0.0265 | 0 | 0.018
met3 | 0.0584 | 16 | 0.11
met2 | 0.292 | 182 | 0.50
met1 | 0.181 | 1575 | 0.37
li1 | - | 1729 | -
-- cells in the final DEF, fill, tap and decap left out --
master / n
buf_4: 12
a22oi_1: 53
mux4_2: 3
o21ai_0: 3
o32a_1: 3
a221oi_1: 3
buf_2: 2
or3_4: 1
mux2i_1: 6
a21bo_2: 25
nand2_1: 11
clkdlybuf4s50_1: 288
nand2b_1: 32
and3b_1: 2
a21oi_1: 2
nor2_1: 28
a31oi_1: 27
nor2_2: 1
a211o_1: 1
o2bb2ai_1: 3
inv_1: 3
o211ai_1: 25
nor3b_1: 1
and4b_1: 2
mux2_2: 28
nand4b_1: 3
nor2_4: 1
-- final timing paths --
check / from / end / cells past startpoint
max: ctrl[1] / dout[28] / 6
min: ctrl[0] / dout[4] / 4
-- worst max-delay path: stages --
cell and delay, ns:
buf_4 0.38, buf_4 0.42, mux2_2 0.38, o211ai_1 0.19
a31oi_1 0.13, clkdlybuf4s50_1 0.44
-- area by class of cell --
class,instances,area share
multi-input cells,264,0.388
repair buffers,302,0.575
well taps,147,0.0354
inverters,3,0.00217
-- stage by stage --
step                      worst slack (ns)  total power [mW]  area [um^2]
after CTS                            0.810             0.470         5190
after detailed placement             0.811             0.467         5190
after global routing                 0.695             0.502         5190
final                                0.852             0.463         5190
after global placement               0.833             0.465         5190
after floorplan                       1.88             0.153         2240
-- where the power goes --
group	internal [mW]	switching, mW
Clock	0	0
Combinational	0.331	0.132
Sequential	0	0
Total	0.331	0.132
-- kinds of logic after synthesis --
group	Yosys count	share of synthesized area
AND-OR/OR-AND	145	0.499
multiplexers	37	0.197
buffers and inverters	42	0.108
AND/OR/NAND/NOR	82	0.196
Power figures rest on the tool's default switching activity, not on a simulated workload.
