## design/flow/constraint.sdc

```tcl
current_design Barrel_Shifter

set clk_period 10.3
set clk_io_pct 0.2

create_clock -name clk0 -period $clk_period

set non_clock_inputs [all_inputs -no_clocks]
set_input_delay [expr $clk_period * $clk_io_pct] -clock clk0 $non_clock_inputs
set_output_delay [expr $clk_period * $clk_io_pct] -clock clk0 [all_outputs]
```

## design/flow/config.mk

```make
export PLATFORM = sky130hd
export DESIGN_NAME = Barrel_Shifter
export DESIGN_NICKNAME = Barrel_Shifter
export VERILOG_FILES = /design/flow/design.v
export SDC_FILE = /design/flow/constraint.sdc
export NUM_CORES = 4
export LEC_CHECK = 1
export CORE_UTILIZATION = 30
```

## design/flow/run.sh

```bash
#!/bin/bash
# OpenROAD 26Q1-2900-gdf79404cd8, Yosys 0.63+post, stock flow scripts
make -C /OpenROAD-flow-scripts/flow DESIGN_CONFIG=/design/flow/config.mk WORK_HOME=/design/flow/orfs finish
```

## design/flow/design.v

```verilog
module Barrel_Shifter (
	input [31:0] Shift_in,
	input [4:0] Shift_amount,
	input [1:0] Shift_op,
	output [31:0] Shift_out
);
	wire [31:0] layer_out[3:0];
	wire [4:0] ctr_0;
	wire [4:0] ctr_1;
	wire head;
	assign ctr_1[0] = Shift_amount[0] & (Shift_op[0] | Shift_op[1]);
	assign ctr_0[0] = Shift_amount[0] & (Shift_op[0] ^~ Shift_op[1]);
	assign ctr_1[1] = Shift_amount[1] & (Shift_op[0] | Shift_op[1]);
	assign ctr_0[1] = Shift_amount[1] & (Shift_op[0] ^~ Shift_op[1]);
	assign ctr_1[2] = Shift_amount[2] & (Shift_op[0] | Shift_op[1]);
	assign ctr_0[2] = Shift_amount[2] & (Shift_op[0] ^~ Shift_op[1]);
	assign ctr_1[3] = Shift_amount[3] & (Shift_op[0] | Shift_op[1]);
	assign ctr_0[3] = Shift_amount[3] & (Shift_op[0] ^~ Shift_op[1]);
	assign ctr_1[4] = Shift_amount[4] & (Shift_op[0] | Shift_op[1]);
	assign ctr_0[4] = Shift_amount[4] & (Shift_op[0] ^~ Shift_op[1]);
	Mux_4Way #(.DATA_WIDTH(1)) header (
		.ctrl (Shift_op),
		.data_a (1'b0),
		.data_b (1'b0),
		.data_c (Shift_in[31]),
		.data_d (1'b0),
		.dout (head)
	);
	Mux_4Way layer0 (
		.ctrl ({ctr_1[0], ctr_0[0]}),
		.data_a (Shift_in),
		.data_b ({Shift_in[30:0],1'b0}),
		.data_c ({head,Shift_in[31:1]}),
		.data_d ({Shift_in[0],Shift_in[31:1]}),
		.dout (layer_out[0])
	);
	Mux_4Way layer1 (
		.ctrl ({ctr_1[1], ctr_0[1]}),
		.data_a (layer_out[0]),
		.data_b ({layer_out[0][29:0],2'b0}),
		.data_c ({{2{head}},layer_out[0][31:2]}),
		.data_d ({layer_out[0][1:0],layer_out[0][31:2]}),
		.dout (layer_out[1])
	);
	Mux_4Way layer2 (
		.ctrl ({ctr_1[2], ctr_0[2]}),
		.data_a (layer_out[1]),
		.data_b ({layer_out[1][27:0],4'b0}),
		.data_c ({{4{head}},layer_out[1][31:4]}),
		.data_d ({layer_out[1][3:0],layer_out[1][31:4]}),
		.dout (layer_out[2])
	);
	Mux_4Way layer3 (
		.ctrl ({ctr_1[3], ctr_0[3]}),
		.data_a (layer_out[2]),
		.data_b ({layer_out[2][23:0],8'b0}),
		.data_c ({{8{head}},layer_out[2][31:8]}),
		.data_d ({layer_out[2][7:0],layer_out[2][31:8]}),
		.dout (layer_out[3])
	);
	Mux_4Way layer4 (
		.ctrl ({ctr_1[4], ctr_0[4]}),
		.data_a (layer_out[3]),
		.data_b ({layer_out[3][15:0],16'b0}),
		.data_c ({{16{head}},layer_out[3][31:16]}),
		.data_d ({layer_out[3][15:0],layer_out[3][31:16]}),
		.dout (Shift_out)
	);
endmodule
module Y_Mux
# (parameter DATA_WIDTH = 32)
(
	input ctrl,
	input [DATA_WIDTH-1:0] data_a, data_b,
	output reg [DATA_WIDTH-1:0] dout
);
	always @ (ctrl or data_a or data_b)
		case (ctrl)
			1'b0: dout = data_a;
			1'b1: dout = data_b;
		endcase
endmodule
module Mux_4Way
# (parameter DATA_WIDTH = 32)
(
	input [1:0] ctrl,
	input [DATA_WIDTH-1:0] data_a, data_b, data_c, data_d,
	output reg [DATA_WIDTH-1:0] dout
);
	always @ (ctrl or data_a or data_b or data_c or data_d)
		case (ctrl)
			2'b00: dout = data_a;
			2'b01: dout = data_b;
			2'b10: dout = data_c;
			2'b11: dout = data_d;
		endcase
endmodule
module Mux_8Way
# (parameter DATA_WIDTH = 32)
(
	input [2:0] ctrl,
	input [DATA_WIDTH-1:0] din0, din1, din2, din3, din4, din5, din6, din7,
	output reg [DATA_WIDTH-1:0] dout
);
	initial dout = {DATA_WIDTH{1'b0}};
	always @ (ctrl or 
	din0 or din1 or din2 or din3 or din4 or din5 or din6 or din7)
		case (ctrl)
			3'b000: dout = din0;
			3'b001: dout = din1;
			3'b010: dout = din2;
			3'b011: dout = din3;
			3'b100: dout = din4;
			3'b101: dout = din5;
			3'b110: dout = din6;
			3'b111: dout = din7;
		endcase
endmodule
```

==> impl_metrics.sql <==
-- metrics for the results database
INSERT INTO impl_metrics (metric_group, metric, value, unit) VALUES
('run_status', 'outcome', 'finished clean', ''),
('flow_run', 'drv_cap', '0', ''),
('pwr', 'power_frac_clock', '0', '%'),
('setup_path', 'crit_path_max_incr_delay', '0.80', 'ns'),
('final_timing', 'post-route-min-period', '8.22', 'ns'),
('placement', 'hpwlAfterDp', '20.3', 'mm'),
('detailed_routing', 'num_vias', '7335', ''),
('synth', 'largest_type_area_fraction', '8.71', '%'),
('global_route', 'global_route.overflow_total', '0', ''),
('final_timing', 'setup_total_negative_slack', '0', 'ns'),
('floorplanning', 'die_w', '133', 'um'),
('final_timing', 'finalHoldViolCount', '0', ''),
('setup_path', 'worst_ep_arrival_time', '6.16', 'ns'),
('pwr', 'overall_power_after_layout', '0.409', 'mW'),
('global_route', 'grt.total_usage', '31.3', '%'),
('finish', 'final_layout_size_suffix_gt1_share', '5.43', '%'),
('global_route', 'grt_first_pass_wirelength', '42.2', 'mm'),
('synth', 'synth_cell_type_count', '88', ''),
('final_timing', 'report.final.slew_viol_count', '0', ''),
('global_route', 'grt_max_degree', '72', ''),
('setup_path', 'timing.critical_path.required', '8.24', 'ns'),
('worst_hold_path', 'min_delay_worst_endpoint', 'Shift_out[7]', ''),
('setup_path', 'critical_path_class', 'input port to output pin', ''),
('pwr', 'power_per_cell_area', '70.2', 'nW/um2'),
('detailed_routing', 'first_iter_violations', '1420', ''),
('global_route', 'grt_pass1_vias', '6723', ''),
('synth', 'ys_top_cells_by_area', 'sky130_fd_sc_hd__mux2i_1 (8.7%), sky130_fd_sc_hd__a21oi_1 (6.2%), sky130_fd_sc_hd__nand2_1 (5.7%)', ''),
('finish', 'areaGrowthSynthToFinish', '12.8', '%'),
('pwr', 'switching_fraction', '60.5', '%'),
('pwr', 'irDropWorstVdd', '79.4', 'uV'),
('clock_tree', 'holdBufCountCts', '0', ''),
('pwr', 'power_report.internal_total', '0.161', 'mW'),
('final_timing', 'hold_slack', '5.42', 'ns'),
('placement', 'placement.io_buffers', '71', ''),
('flow_run', 'log.warning_count', '33', ''),
('worst_hold_path', 'holdCritPathClass', 'input port to output pin', ''),
('pwr', 'sequential_fraction_of_design_power', '0', '%'),
('pwr', 'share_comb_of_total_power', '100.0', '%'),
('detailed_routing', 'viasPerCell', '7.11', ''),
('synth', 'synth_seq_share', '0', '%'),
('setup_path', 'worstPathMaxFanout', '71', ''),
('worst_hold_path', 'min-delay-start', 'Shift_amount[3]', ''),
('setup_path', 'crit_chain', 'clkdlybuf4s50_1, inv_1, ha_4, nand3b_1, nor2_1, a21oi_1, a211oi_1, mux4_2, nand2_1, o2111ai_1, clkdlybuf4s50_1', ''),
('detailed_routing', 'detail_route.antenna_diodes', '0', ''),
('clock_tree', 'cts_resized', '0', ''),
('final_timing', 'grt_setup_unrepaired', 'false', ''),
('final_timing', 'relSlewSlack', '34.8', '%'),
('detailed_routing', 'finalWirelength', '28.2', 'mm'),
('final_timing', 'fmax', '122', 'MHz'),
('floorplanning', 'rows', '47', ''),
('pwr', 'cellLeakagePower', '2.08', 'nW'),
('detailed_routing', 'drtPass1Iterations', '8', ''),
('synth', 'synth.avg_cell_area', '6.37', 'um2'),
('detailed_routing', 'average_routed_wire_per_standard_cell', '27.3', 'um'),
('setup_path', 'critPathMostFrequentCell', 'sky130_fd_sc_hd__clkdlybuf4s50_1', ''),
('placement', 'place_congestion', '1.04', ''),
('detailed_routing', 'drc', '0', ''),
('setup_path', 'worst_setup_path_start_kind', 'input port', ''),
('global_route', 'grt_antenna_before_repair', '0', ''),
('final_timing', 'timing_worst_slew_pin_value', '0.972', 'ns'),
('floorplanning', 'die_area', '17800', 'um2'),
('finish', 'area.sequential', '0', 'um2'),
('synth', 'synth_warnings', '3', ''),
('synth', 'synth_chip_area', '5170', 'um2'),
('floorplanning', 'core_region_area', '16700', 'um2'),
('clock_tree', 'post_cts.repair.setup_buffers', '0', ''),
('setup_path', 'slowest_stage', 'sky130_fd_sc_hd__a211oi_1', ''),
('final_timing', 'setup-violations-final', '0', ''),
('floorplanning', 'io-pin-count', '71', ''),
('final_timing', 'post-route-period-util', '79.8', '%'),
('pwr', 'p_switching', '0.248', 'mW'),
('detailed_routing', 'final_antenna_net_count', '0', ''),
('finish', 'num-clock-buffers', '0', ''),
('finish', 'n_sequential_cell', '0', ''),
('worst_hold_path', 'holdPathStages', '5', ''),
('floorplanning', 'die_h', '133', 'um'),
('synth', 'synthesis.area', '5170', 'um2'),
('synth', 'cells_in_synth_stat_txt', '812', ''),
('setup_path', 'setup.worst_path.end_class', 'output pin', ''),
('synth', 'largest_area_cell', 'sky130_fd_sc_hd__mux2i_1', ''),
('floorplanning', 'floorplan.core_util', '30.9', '%'),
('synth', 'synth_cells', '812', '');
==> metrics by stage <==
step / util, % / cell area [um2] / setup WS (ns) / std cells
after global routing: 34.9 / 5830 / 1.97 / 1031
after detailed placement: 34.9 / 5830 / 2.26 / 1031
after CTS: 34.9 / 5830 / 2.26 / 1031
after global placement: 34.9 / 5830 / 2.21 / 1031
after floorplan: - / 5170 / 4.13 / 812
final: 34.9 / 5830 / 2.08 / 1031
==> synth_stat cells (14+ instances only) <==
master	instances
sky130_fd_sc_hd__a22oi_1	14
sky130_fd_sc_hd__nand3_1	32
sky130_fd_sc_hd__nand2_1	78
sky130_fd_sc_hd__clkbuf_1	37
sky130_fd_sc_hd__mux2i_1	45
sky130_fd_sc_hd__a21oi_1	64
sky130_fd_sc_hd__nand2b_1	23
sky130_fd_sc_hd__nor2_1	69
sky130_fd_sc_hd__nor3_1	18
sky130_fd_sc_hd__inv_1	16
sky130_fd_sc_hd__o21ai_0	36
sky130_fd_sc_hd__buf_2	37
sky130_fd_sc_hd__o221ai_1	17
sky130_fd_sc_hd__o22ai_1	27
sky130_fd_sc_hd__o211ai_1	28
==> cell type report <==
type	count	area (um2)
timing repair buffer	90	851
inverter	18	67.6
fill	1848	10900
tap	220	275
multi-input combinational	703	4640
==> cell families (layout without fill, tap and decap cells) <==
family	Yosys count	in the layout	synth area share [%]
compound gates	343	343	47.6
simple gates	308	308	31.3
buf+inv	109	108	10.6
mux	50	50	10.1
fa+ha+maj	2	2	0.484
==> cell usage in the layout (no fill, tap or decap), types with 23 or more instances in the layout <==
cell                              synthesis  layout
sky130_fd_sc_hd__nor2_1                  69      69
sky130_fd_sc_hd__nand2b_1                23      23
sky130_fd_sc_hd__o21ai_0                 36      36
sky130_fd_sc_hd__o211ai_1                28      28
sky130_fd_sc_hd__nand3_1                 32      32
sky130_fd_sc_hd__nand2_1                 78      78
sky130_fd_sc_hd__o22ai_1                 27      27
sky130_fd_sc_hd__a21oi_1                 64      64
sky130_fd_sc_hd__mux2i_1                 45      45
sky130_fd_sc_hd__clkdlybuf4s50_1          0      70
==> worst max-delay path: cells and delay by family <==
family / cells / cell delay, ns
buffers and inverters: 3 / 1.01
AND/OR/NAND/NOR: 3 / 1.05
adder cells (fa/ha/maj): 1 / 0.61
multiplexers: 1 / 0.43
AND-OR/OR-AND: 3 / 0.98
==> power groups by stage <==
stage	clock [mW]	sequential, mW	combinational (mW)
6_report	0	0	0.409
5_1_grt	0	0	0.428
4_1_cts	0	0	0.394
==> routing by layer <==
layer	global-route usage, %	share of wire, %	wire, um	up-vias
li1	-	-	-	3188
met1	43.1	39	11000	3403
met2	46.3	43	12100	593
met3	4.86	11	3120	151
met4	18.1	7.1	2000	0
met5	0	0	0	-
==> how the worst max path moves through the flow <==
stage | from | end | slack [ns] | depth (start not counted)
finish | Shift_op[0] | Shift_out[26] | 2.08 | 11
global route | Shift_op[0] | Shift_out[26] | 1.97 | 11
CTS | Shift_op[0] | Shift_out[26] | 2.26 | 12
Power and IR drop assume default switching activity.
